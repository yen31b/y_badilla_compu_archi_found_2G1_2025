--- flow/design.v ---
module adder4(
    input  logic [3:0] a,
    input  logic [3:0] b,
    input  logic       cin,
    output logic [3:0] sum,
    output logic       cout
);
    logic c1, c2, c3;
    full_adder fa0(.a(a[0]), .b(b[0]), .cin(cin), .sum(sum[0]), .cout(c1));
    full_adder fa1(.a(a[1]), .b(b[1]), .cin(c1),   .sum(sum[1]), .cout(c2));
    full_adder fa2(.a(a[2]), .b(b[2]), .cin(c2),   .sum(sum[2]), .cout(c3));
    full_adder fa3(.a(a[3]), .b(b[3]), .cin(c3),   .sum(sum[3]), .cout(cout));
endmodule
module adder8(
    input  logic [7:0] a,
    input  logic [7:0] b,
    input  logic       cin,
    output logic [7:0] sum,
    output logic       cout
);
    logic [6:0] c;
    genvar i;
    generate
        for (i=0; i<8; i=i+1) begin : adder_gen
            if (i == 0) begin
                full_adder fa(.a(a[0]), .b(b[0]), .cin(cin), .sum(sum[0]), .cout(c[0]));
            end else if (i == 7) begin
                full_adder fa(.a(a[7]), .b(b[7]), .cin(c[6]), .sum(sum[7]), .cout(cout));
            end else begin
                full_adder fa(.a(a[i]), .b(b[i]), .cin(c[i-1]), .sum(sum[i]), .cout(c[i]));
            end
        end
    endgenerate
endmodule
module alu4(
    input  logic [3:0] a,
    input  logic [3:0] b,
    input  logic [1:0] opcode,  
    output logic [7:0] result,
    output logic       zero,
    output logic       negative,
    output logic       carry,
    output logic       overflow,
	 output logic [6:0] segments
);
    logic [7:0] mult_result;
    logic       mult_zero, mult_negative, mult_carry, mult_overflow;
    logic [3:0] and_result;
    logic       and_zero, and_negative, and_carry, and_overflow;
    logic [3:0] xor_result;
    logic       xor_zero, xor_negative, xor_carry, xor_overflow;
    logic [3:0] sub_result;
    logic       sub_zero, sub_negative, sub_carry, sub_overflow;
    signed_mult4_flags mult_mod(
        .a(a),
        .b(b),
        .result(mult_result),
        .zero(mult_zero),
        .negative(mult_negative),
        .carry(mult_carry),
        .overflow(mult_overflow)
    );
    and4_flags and_mod(
        .a(a),
        .b(b),
        .result(and_result),
        .zero(and_zero),
        .negative(and_negative),
        .carry(and_carry),
        .overflow(and_overflow)
    );
    xor4_flags xor_mod(
        .a(a),
        .b(b),
        .result(xor_result),
        .zero(xor_zero),
        .negative(xor_negative),
        .carry(xor_carry),
        .overflow(xor_overflow)
    );
    sub4_flags sub_mod(
        .a(a),
        .b(b),
        .result(sub_result),
        .zero(sub_zero),
        .negative(sub_negative),
        .carry(sub_carry),
        .overflow(sub_overflow)
    );
	 sevenSegmentsDisplay sevenSegD( .A(result[3]),
	.B(result[2]),
	.C(result[1]),
	.D(result[0]),
	.segments(segments));
    logic sel0, sel1, sel2, sel3;
    assign sel0 = ~opcode[1] & ~opcode[0];  
    assign sel1 = ~opcode[1] &  opcode[0];  
    assign sel2 =  opcode[1] & ~opcode[0];  
    assign sel3 =  opcode[1] &  opcode[0];  
    assign result =
        ({8{sel0}} & mult_result) |
        ({8{sel1}} & {4'b0000, and_result}) |
        ({8{sel2}} & {4'b0000, xor_result}) |
        ({8{sel3}} & {4'b0000, sub_result});
    assign zero =
        (sel0 & mult_zero)     |
        (sel1 & and_zero)      |
        (sel2 & xor_zero)      |
        (sel3 & sub_zero);
    assign negative =
        (sel0 & mult_negative) |
        (sel1 & and_negative)  |
        (sel2 & xor_negative)  |
        (sel3 & sub_negative);
    assign carry =
        (sel0 & mult_carry)    |
        (sel1 & and_carry)     |
        (sel2 & xor_carry)     |
        (sel3 & sub_carry);
    assign overflow =
        (sel0 & mult_overflow) |
        (sel1 & and_overflow)  |
        (sel2 & xor_overflow)  |
        (sel3 & sub_overflow);
endmodule
module and4_flags(
    input  logic [3:0] a,
    input  logic [3:0] b,
    output logic [3:0] result,
    output logic       zero,
    output logic       negative,
    output logic       carry,
    output logic       overflow
);
    assign result   = a & b;
    assign zero     = (result == 4'b0000);
    assign negative = result[3];
    assign carry    = 1'b0;
    assign overflow = 1'b0;
endmodule
module full_adder(
    input  logic a,
    input  logic b,
    input  logic cin,
    output logic sum,
    output logic cout
);
    assign sum  = a ^ b ^ cin;
    assign cout = (a & b) | (a & cin) | (b & cin);
endmodule
module multiplier_unsigned4(
    input  logic [3:0] a,
    input  logic [3:0] b,
    output logic [7:0] result
);
    logic [3:0] pp0, pp1, pp2, pp3;
    assign pp0 = a & {4{b[0]}};
    assign pp1 = a & {4{b[1]}};
    assign pp2 = a & {4{b[2]}};
    assign pp3 = a & {4{b[3]}};
    assign result = (pp0) +
                    (pp1 << 1) +
                    (pp2 << 2) +
                    (pp3 << 3);
endmodule
module negador4(
    input  logic [3:0] in,
    output logic [3:0] out
);
    assign out = ~in;
endmodule
module negador8(
    input  logic [7:0] in,
    output logic [7:0] out
);
    assign out = ~in;
endmodule
module sevenSegmentsDisplay (
	input logic A,
	input logic B,
	input logic C,
	input logic D,
	output logic [6:0] segments
);
assign segments[0] = ~((A&~B&~C)|(~A&B&D)|(A&~D)|(~A&C) |(B&C)|(~B&~D));
assign segments[1] = ~((~A&~C&~D)|(~A&C&D)|(A&~C&D)|(~B&~C)|(~B&~D));
assign segments[2] = ~((~A&~C)|(~A&D)|(~C&D)|(~A&B)|(A&~B));
assign segments[3] = ~((~A&~B&~D)|(~B&C&D)|(B&~C&D)|(B&C&~D)|(A&~C));
assign segments[4] = ~((~B&~D)|(C&~D)|(A&C)|(A&B));
assign segments[5] = ~((~A&B&~C)|(~C&~D)|(B&~D)|(A&~B)|(A&C));
assign segments[6] = ~((~A&B&~C)|(~B&C)|(C&~D)|(A&~B)|(A&D));
endmodule
module signed_mult4_flags(
    input  logic [3:0] a,
    input  logic [3:0] b,
    output logic [7:0] result,
    output logic       zero,
    output logic       negative,
    output logic       carry,
    output logic       overflow
);
    logic [3:0] abs_a, abs_b;
    logic [7:0] unsigned_result, neg_result, final_result;
    logic sign_a, sign_b, result_sign;
    assign sign_a = a[3];
    assign sign_b = b[3];
    assign result_sign = sign_a ^ sign_b;  
    logic [3:0] not_a, not_b;
    logic [3:0] abs_a_tmp, abs_b_tmp;
    logic dummy_cout_a, dummy_cout_b;
    negador4 neg_a(.in(a), .out(not_a));
    adder4 add_a(.a(not_a), .b(4'b0001), .cin(1'b0), .sum(abs_a_tmp), .cout(dummy_cout_a));
    assign abs_a = sign_a ? abs_a_tmp : a;
    negador4 neg_b(.in(b), .out(not_b));
    adder4 add_b(.a(not_b), .b(4'b0001), .cin(1'b0), .sum(abs_b_tmp), .cout(dummy_cout_b));
    assign abs_b = sign_b ? abs_b_tmp : b;
    multiplier_unsigned4 mul_unsigned(.a(abs_a), .b(abs_b), .result(unsigned_result));
    negador8 neg_r(.in(unsigned_result), .out(neg_result));
    logic [7:0] final_result_tmp;
    logic dummy_cout_r;
    adder8 add_r(.a(neg_result), .b(8'b00000001), .cin(1'b0), .sum(final_result_tmp), .cout(dummy_cout_r));
    assign final_result = result_sign ? final_result_tmp : unsigned_result;
    assign result = final_result;
    assign zero     = (final_result == 8'b0);
    assign negative = final_result[7];  
    assign carry = |(final_result[7:4] != {4{final_result[3]}});
    assign overflow = ~(&({final_result[7],final_result[6],final_result[5],final_result[4]} == {4{final_result[3]}}));
endmodule
module sub4_flags(
    input  logic [3:0] a,
    input  logic [3:0] b,
    output logic [3:0] result,
    output logic       zero,
    output logic       negative,
    output logic       carry,
    output logic       overflow
);
    logic [3:0] not_b;
    logic [3:0] b_comp2;
    logic       cout1, cout2;
    negador4 n1(.in(b), .out(not_b));
    adder4   a1(.a(not_b), .b(4'b0001), .cin(1'b0), .sum(b_comp2), .cout(cout1));
    adder4   a2(.a(a), .b(b_comp2), .cin(1'b0), .sum(result), .cout(cout2));
    assign zero     = (result == 4'b0000);
    assign negative = result[3];
    assign carry    = ~cout2;  
    assign overflow = (a[3] != b[3]) && (result[3] != a[3]);
endmodule
module xor4_flags(
    input  logic [3:0] a,
    input  logic [3:0] b,
    output logic [3:0] result,
    output logic       zero,
    output logic       negative,
    output logic       carry,
    output logic       overflow
);
    assign result   = a ^ b;
    assign zero     = (result == 4'b0000);
    assign negative = result[3];
    assign carry    = 1'b0;       
    assign overflow = 1'b0;       
endmodule
--- flow/run.sh ---
#!/bin/bash
# OpenROAD 26Q1-2900-gdf79404cd8, Yosys 0.63+post, stock flow scripts
make -C /OpenROAD-flow-scripts/flow DESIGN_CONFIG=/design/flow/config.mk WORK_HOME=/design/flow/orfs finish
--- flow/config.mk ---
export PLATFORM = sky130hd
export DESIGN_NAME = alu4
export DESIGN_NICKNAME = alu4
export VERILOG_FILES = /design/flow/design.v
export SDC_FILE = /design/flow/constraint.sdc
export NUM_CORES = 4
export LEC_CHECK = 1
export CORE_AREA = 10 10 85 85
export DIE_AREA = 0 0 95 95
--- flow/constraint.sdc ---
current_design alu4

set clk_period 9.6
set clk_io_pct 0.2

create_clock -name clk0 -period $clk_period

set non_clock_inputs [all_inputs -no_clocks]
set_input_delay [expr $clk_period * $clk_io_pct] -clock clk0 $non_clock_inputs
set_output_delay [expr $clk_period * $clk_io_pct] -clock clk0 [all_outputs]
==> impl_metrics.csv <==
group,metric,value,unit
power,leakagePower,0.830,nW
placed_design,numPortBuffers,29,
synthesis,syn_area,1380,um^2
finish,clock_buffers,0,
floorplanning,initCoreUtil,25.2,%
global_routing,grt_pass1_wl,4.97,mm
setup_path,cp-end-kind,"primary output",
finish,final_area,1680,um^2
detailed_routing,dr.pass1.iters,4,
final_timing,timing.hold.ws,5120,ps
detailed_routing,drt_iter0_drc,46,
global_routing,overflow,0,
finish,syn_to_final_growth,21.9,%
synthesis,topCellsByArea,"ha_1 (23%), fa_1 (10%), inv_1 (6.8%), mux4_2 (4.9%), mux2i_1 (4.3%)",
setup_path,critPathKind,"in2out",
final_timing,final_max_slew_viol_count,0,
floorplanning,die_h,95,um
detailed_routing,antenna_cells,0,
detailed_routing,postRouteAntennaNets,0,
final_timing,finalClockPeriodUsage,95.2,%
floorplanning,num_rows,27,
final_timing,hold_viol,0,
final_timing,rsz0062_at_grt,"false",
synthesis,ys_seq_share,0,%
detailed_routing,wl_per_cell,11.4,um
placed_design,dp_hpwl,2.67,mm
power,powerDensity,92.5,nW/um^2
setup_path,worstPathRequired,7680,ps
final_timing,worst_pin_slew,593,ps
hold_path,holdPathStages,4,
synthesis,syn_inst,176,
synthesis,yosys_area,1380,um^2
detailed_routing,num_vias,1206,
synthesis,yosys_cells,176,
hold_path,min_path_type,"in2out",
global_routing,grt_pass1_vias,1051,
global_routing,gr-usage-all-layers,6.48,%
synthesis,top_area_share,22.6,%
global_routing,antenna_found_initial,0,
final_timing,setup_viol,0,
synthesis,ys_warn_count,0,
finish,drive_above_1_share,7.29,%
floorplanning,pin_count,29,
power,ir_worst_vdd,0.0398,mV
run,openroad.warnings,32,
setup_path,arrival,7220,ps
synthesis,largest_area_cell,"ha_1",
detailed_routing,drt_wl_total,3.00,mm
setup_path,path_max_fanout,4,
outcome,outcome,"complete, no violations",
cts,postCtsSetupBuffers,0,
setup_path,worstSetupStartpointType,"primary input",
finish,comb_area,1210,um^2
placed_design,place_area,1680,um^2
placed_design,gp_congestion,0.870,
hold_path,min_to,"carry",
detailed_routing,drc,0,
detailed_routing,routed_via_density,4.57,
finish,register_area,0,um^2
floorplanning,core_area,5470,um^2
finish,fillers,598,
synthesis,synth_cell_type_count,44,
finish,seq_cells,0,
floorplanning,fp.dieW,95,um
final_timing,slew_headroom,60.4,%
floorplanning,fp.dieArea,9030,um^2
final_timing,fin_setup_tns,0,ps
run,drv_cap,0,
global_routing,grt_max_degree,18,
synthesis,avgSynthCellArea,7.85,um^2
hold_path,min-delay-start,"opcode[0]",
final_timing,period_needed,9140,ps
final_timing,fmax,109,MHz
[stage by stage]
stage / util, % / power (mW) / setup slack [ps] / instances
final: 30.8 / 0.156 / 459 / 264
after floorplan: - / 0.107 / 1730 / 176
after CTS: 30.7 / 0.158 / 282 / 264
after global placement: 30.7 / 0.157 / 358 / 264
after global routing: 30.8 / 0.179 / 112 / 264
after detailed placement: 30.7 / 0.157 / 297 / 264
[how the worst max path moves through the flow]
stage	cells past startpoint	from	to
4_1_cts	20	b[0]	carry
5_1_grt	20	b[0]	carry
6_report	20	b[0]	carry
[power by group]
part	switching [mW]	internal [mW]
Combinational	0.0688	0.0869
Clock	0	0
Sequential	0	0
[layout make-up]
type	count	area share, %
multi-input combinational	138	71.8
timing repair buffer	29	17.2
inverter	25	5.57
tap	72	5.35
[Yosys cell counts (4+ instances only)]
cell	instances
nor2_1	16
fa_1	7
nand2_1	8
buf_4	4
o21ai_0	5
nor3_1	4
nand3_1	4
inv_1	25
xor2_1	4
a21oi_1	6
clkbuf_1	4
a21o_1	5
mux2_4	4
mux2i_1	6
ha_1	25
[worst max-delay path, stage by stage]
cell	delay, ps
clkdlybuf4s50_1	530
inv_1	100
ha_1	200
ha_1	310
mux2i_1	290
nor2_1	100
fa_1	440
ha_1	240
fa_1	490
ha_1	150
inv_1	50
fa_1	450
ha_1	210
ha_1	180
ha_1	270
a211o_1	260
nor3_2	240
nor3_1	110
o21ai_0	180
clkdlybuf4s50_1	490
[routing by layer]
| metal | track usage (%) | up-vias | part of all wire [%] |
|---|---|---|---|
| met4 | 0 | 0 | 0 |
| met3 | 2.00 | 0 | 11 |
| met1 | 10.8 | 526 | 53 |
| met2 | 8.24 | 36 | 35 |
| met5 | 0 | - | 0 |
| li1 | - | 644 | - |
[timing repair]
| action | in CTS | in global routing |
|---|---|---|
| setup endpoints to repair | 0 | 2 |
| hold buffers | 0 | 0 |
| endpoints found under the hold margin | 0 | 0 |
| gates resized | 0 | 1 |
[cell families (layout without fill, tap and decap cells)]
group,after synthesis,after routing,synth area share (%)
AND/OR/NAND/NOR,58,58,22.7
XOR/XNOR,7,7,4.44
AND-OR/OR-AND,27,27,13.0
buffers and inverters,38,54,12.8
multiplexers,13,13,13.6
adder cells (fa/ha/maj),33,33,33.5
[cells in the final DEF (no fill, tap or decap), types with 2 or more instances in the layout]
| master | instances |
|---|---|
| clkdlybuf4s50_1 | 29 |
| and3_1 | 2 |
| and2_1 | 2 |
| fa_1 | 7 |
| nand2b_1 | 2 |
| nor3_1 | 3 |
| mux2i_1 | 6 |
| nor4_1 | 3 |
| ha_1 | 25 |
| a21o_1 | 5 |
| nor2b_1 | 2 |
| xnor2_1 | 3 |
| or2_2 | 3 |
| inv_1 | 25 |
| nand3b_1 | 2 |
| a21oi_1 | 6 |
| nand3_1 | 4 |
| mux4_2 | 3 |
| nand4_1 | 2 |
| nor4b_1 | 2 |
| o21ai_0 | 5 |
| nor2_1 | 16 |
| mux2_4 | 4 |
| xor2_1 | 4 |
| nand2_1 | 8 |
| nor3_2 | 2 |
| o21a_1 | 3 |
Power figures rest on the tool's default switching activity, not on a simulated workload.
